[flow/config.mk]
export PLATFORM = sky130hd
export DESIGN_NAME = uart_top
export DESIGN_NICKNAME = uart_top
export VERILOG_FILES = /design/flow/design.v
export SDC_FILE = /design/flow/constraint.sdc
export NUM_CORES = 4
export LEC_CHECK = 1
export CORE_UTILIZATION = 30
[flow/constraint.sdc]
current_design uart_top

set clk_period 3.4
set clk_io_pct 0.2

create_clock -name clk0 -period $clk_period [get_ports {clk_1}]
create_clock -name clk1 -period $clk_period [get_ports {clk_2}]

set non_clock_inputs [all_inputs -no_clocks]
set_input_delay [expr $clk_period * $clk_io_pct] -clock clk0 $non_clock_inputs
set_output_delay [expr $clk_period * $clk_io_pct] -clock clk0 [all_outputs]
[flow/design.v]
module uart_1
(
input wire clk_1,
input wire [7:0] din_1, 
input wire trigger_1,
output reg tx_1 = 1
);
parameter       TRIGGER                        =           4'd0,
                           IDLE                                =           4'd1,
                           START                            =           4'd2,
                           DATA                             =           4'd3,
                           PARITY                          =           4'd4,
                           STOP                             =           4'd5;
reg [7:0] shift_reg = 0;
reg [3:0] state = TRIGGER;
reg [7:0] data_hold = 0;
reg [2:0] bit_count = 0;
reg parity_bit ;
reg parity_2 = 0;
always @(posedge clk_1)
    begin
        case(state)
        TRIGGER : begin
                                if (trigger_1) 
                                    begin
                                        shift_reg <= din_1;
                                        parity_bit <= (parity_2 == 0) ? ^din_1 : ~^din_1;
                                        state <= IDLE;
                                    end
                           end
        IDLE : begin    
                        tx_1 <= 1;        
                            if (trigger_1) 
                                    begin
                                        state <= START;
                                    end
                    end 
        START : begin
                           tx_1 <= 0;
                           state <= DATA;
                       end
        DATA : begin
                           tx_1 <= shift_reg[7];       
                           shift_reg <= {shift_reg[6:0], 1'b0};
                           bit_count <= bit_count + 1;
                                if (bit_count == 7)
                                    begin
                                        state <= PARITY;
                                    end
                      end
         PARITY : begin 
                                tx_1 <= parity_bit; 
                                state <= STOP;
                         end
          STOP : begin
                            tx_1 <= 1;
                            state <= IDLE;
                       end
         default: state <= IDLE;
        endcase
    end
endmodule
module uart_2
(
input tx_1,
input clk_2,
output reg [7:0] dout_2 = 0
);
parameter       START                                  =           4'd0,
                           RECIEVE                              =           4'd1,
                           PARITY                                =           4'd2,
                           STOP_REMOVE                 =           4'd3,
                           DATA                                   =           4'd4;
reg [7:0] data_reg = 8'h00;
reg [3:0] state = START;
reg [2:0] bit_count = 0; 
reg even_parity = 0;
reg odd_parity = 0;
reg success = 0;
always @(negedge clk_2)
    begin
        case(state)
        START : begin
                        if(tx_1 == 0) 
                            begin
                                state <= RECIEVE;
                            end
                       end
         RECIEVE : begin
                                data_reg <= {data_reg[6:0], tx_1};
                                if(bit_count == 7)
                                    begin
                                        bit_count <= 0;
                                        state <= PARITY;
                                    end    
                                  else 
                                    begin 
                                        bit_count <= bit_count+ 1;
                                  end 
                           end     
           PARITY : begin
                                if(tx_1 == 1)
                                    begin
                                        odd_parity <= 1;
                                        state <= STOP_REMOVE;
                                    end
                                else
                                    begin
                                        even_parity <= 1;
                                        state <= STOP_REMOVE;
                                    end
                           end                           
          STOP_REMOVE : begin
                                               if(tx_1 == 1)
                                                    begin
                                                        state <= DATA;
                                                    end
                                           end
          DATA : begin
                            dout_2 <= data_reg;
                            success <= 1;
                        end
        endcase
    end
endmodule
module uart_top
(
    input wire clk_1,
    input wire [7:0] din_1, 
    input wire trigger_1,
    input wire clk_2,
    output wire [8:0] dout_2
);
            wire tx_line;
        uart_1 uart_tb_1( .clk_1(clk_1), .din_1(din_1), .trigger_1(trigger_1), .tx_1(tx_line) );
        uart_2 uart_tb_2( .clk_2(clk_2), .tx_1(tx_line), .dout_2(dout_2) );
endmodule
[flow/run.sh]
#!/bin/bash
# OpenROAD 26Q1-2900-gdf79404cd8, Yosys 0.63+post, stock flow scripts
make -C /OpenROAD-flow-scripts/flow DESIGN_CONFIG=/design/flow/config.mk WORK_HOME=/design/flow/orfs finish
==> summary.txt <==
impl run done, here's what came out: vias in the first global route between 800 and 900, final hold vios 0, first-pass GRT wire length between 3 and 4 mm, flop-to-flop setup slack 0.62 ns, ys cells 95, RSZ-0062 raised after global routing false, CP Max Fanout 1, Setup CP Type reg -> out, ANT cells 0, Distinct cells, synth 25, drt first pass iters 4, Tightest Hold Check Type reg -> reg, Min-Delay Startpoint uart_tb_2.data_reg[7]$_DFFE_NP_, Worst R2R End uart_tb_2.state[2]$_DFFE_NP_, total negative setup slack 0 ns, DPL Wire Length approximately 1.4 mm, critical path's top delay family flip-flops, Tool Warnings about 48, # clock sinks 38, row count 25, antenna-violating nets left 0, DP Worst Slack 0.259 ns, Mapped Area 0.00156 sq mm, GRT overflow 0, Worst EP arrival ~2.6 ns, fraction of layout cells with a size suffix above 1 around 13%, CP max stage cell edfxtp_1, fp_density 32.0%, Die Size around 0.0055 sq mm, drt initial violations 44, CTS Hold Bufs 0, syn_area_per_cell ~16 sq um, headroom to the max-slew limit a little over two fifths, wire length per cell a little under 10 um, WHS Path Cells 0, crit path buf inv count 1, largest net degree at the start of global routing 13, CTS tree built, Post-CTS Setup Bufs 0, Chip Area, Yosys about 0.0016 sq mm, via/cell ratio ~4.0, r2r startpoint uart_tb_1.tx_1$_DFFE_PP_, MaxCap Viol Count 0, IO buf count 17, # IOs 20, r2r worst-path depth 3, DRC errors left 0, final WL 2.01 mm, WP data required between 2 and 3 ns, Worst IR Drop VDD ~380 uV, Synthesis Warnings 3, Die Wd 74.1 um, Leak around 0.0008 uW, worst-margin pin slew 0.867 ns, routability cong. roughly 0.69, post-route setup slack 0.115 ns, synth-to-layout area growth 25.6%, power density cells 664 mW/mm^2, Hold EP uart_tb_2.dout_2[7]$_DFFE_NN_, Clock transition at path regs ~0.04 ns, total number of vias 829, CP max stage delay approximately 0.34 ns, worst-path cell chain dlygate4sd2_1, total track usage between 8 and 9%, Setup violations, final 0, status finished clean, flip-flop and latch count after synthesis 38, Top cell excl fill/tap edfxtp_1, initial antenna violation count 0, Final Max Tran Viols 0, Post-Syn Instances 95, register share after synthesis approximately three quarters, die height ~74 um, Setup crit start kind flip-flop, Resize count post-CTS 8, crit end category primary output, core area 0.00488 sq mm, clock skew 0.0173 ns, most frequent cells in the layout 38 x edfxtp_1, 26 x inv_1, 9 x clkdlybuf4s50_1
## cells by family (layout without fill, tap and decap cells)
kind of cell    Yosys count  count (layout)  share of synthesized area [%]
compound gates            7               7                           2.56
fa+ha+maj                 4               4                           3.21
buf+inv                   9              53                           2.88
flops                    38              38                           73.1
other cells               1               1                          0.240
simple gates             20              20                           7.93
xor+xnor                  9               9                           5.05
mux                       7               7                           5.05
## cell usage after synthesis
cell type  count  area share [%]
a21oi_1        3            0.96
and2_1         1            0.40
and2_2         1            0.48
buf_4          3             1.4
conb_1         1            0.24
edfxtp_1      38              73
ha_1           4             3.2
inv_1          5             1.2
inv_2          1            0.24
mux2_2         7             5.0
nand2_1        1            0.24
nand2b_1       2            0.80
nand3_1        1            0.32
nand3b_4       1             1.3
nor2_1         6             1.4
nor2b_1        2            0.80
nor3_1         1            0.32
nor3b_1        1            0.48
o21ai_0        2            0.64
o22ai_1        1            0.40
o2bb2ai_1      1            0.56
or2_1          1            0.40
or2b_1         2            0.96
xnor2_1        8             4.5
xor2_1         1            0.56
## stage by stage
step | power [uW] | cells | instance area, sq um | hold slack (ns) | utilization, %
after detailed placement | 957 | 177 | 1800 | 0.414 | 36.9
final | 1300 | 206 | 1960 | 0.417 | 40.2
after CTS | 1320 | 206 | 1960 | 0.420 | 40.2
after global placement | 948 | 177 | 1800 | 0.409 | 36.9
after global routing | 1400 | 206 | 1960 | 0.427 | 40.2
after floorplan | 917 | 95 | 1560 | 0.400 | -
## worst max-delay path by stage
stage / cells past startpoint / slack (ns) / start / to
after CTS: 1 / 0.1 / uart_tb_2.dout_2[3]$_DFFE_NN_ / dout_2[3]
after global routing: 1 / 0.06 / uart_tb_2.dout_2[3]$_DFFE_NN_ / dout_2[3]
final: 1 / 0.12 / uart_tb_2.dout_2[3]$_DFFE_NN_ / dout_2[3]
## report_power, final
part | switching (uW) | leakage (uW) | internal, uW
clock network | 200 | 0.000162 | 195
logic | 99.1 | 0.000281 | 109
registers | 57.9 | 0.000357 | 641
## layer usage
metal  GRT usage (%)  up-vias  wire, um
li1                -      424         -
met1            12.4      380       933
met2            11.6       21       937
met3            3.02        4        89
met4            4.49        0        45
met5               0        -         0
## area by class of cell
type                            instances  area (sq um)
Sequential cell                        38          1140
Tap cell                               67          83.8
Multi-Input combinational cell         48           375
Inverter                                5          18.8
Fill cell                             467          2920
Clock inverter                         24          91.3
Clock buffer                            6          82.6
Timing Repair Buffer                   18           168
No activity file was given, so power comes from the tool's default toggle rates.
